[constraint.sdc]
current_design TLP_Detector

set clk_period 4.0
set clk_io_pct 0.2

create_clock -name clk0 -period $clk_period [get_ports {clk}]

set non_clock_inputs [all_inputs -no_clocks]
set_input_delay [expr $clk_period * $clk_io_pct] -clock clk0 $non_clock_inputs
set_output_delay [expr $clk_period * $clk_io_pct] -clock clk0 [all_outputs]
[design.v]
module TLP_Detector #(parameter width = 8) 
       (input clk,
	input reset,
	input [7:0] data_in,
	input datak,
	output reg [3:0]tlp_count,
	output reg [159:0] TLP,
	output  reg MRd,output  reg MWr,output  reg IORd,output  reg IOWr,
	output  reg CfgRd0,output  reg CfgWr0,output  reg CfgRd1,output  reg CfgWr1,output  reg Cpl,output  reg CplD
	);
wire [width-1:0]count;
wire [9:0]decoder_out;
reg enable_counter,up_counter,reset_counter;
reg [159:0] packet;
reg[1:0] next_state,current_state;
reg[3:0]next_tlp_count;
localparam [1:0]
	idle = 2'b00,
	stp = 2'b01,
	waiting=2'b10,
	finish=2'b11;
always @(posedge clk or negedge reset)
begin
if(!reset)
begin
current_state <= idle;
tlp_count <= 4'b0000;
end
else 
begin
current_state <= next_state;
tlp_count<=next_tlp_count;
end
end
always @(*)
begin
case(current_state)
idle:
	if(datak && data_in == 8'hFB) next_state = stp;
	else next_state = idle;
stp:
	if(datak && data_in == 8'hFB) next_state = stp;
	else if(datak && data_in !== 8'hFB) next_state = idle;
	else next_state = waiting;
waiting:
	if(count == 17 && datak && data_in == 8'hFD)next_state = finish;
	else if(datak && data_in == 8'hFB) next_state = stp;
	else if(count < 17 && !datak)next_state = waiting;
	else next_state = idle;
finish:
	 if(datak && data_in == 8'hFB) next_state = stp;
	 else next_state = idle;
default:next_state = idle;
endcase 
end
always @(*)
begin
case(current_state)
idle:
	begin
	enable_counter = 1'b0;
	up_counter = 1'bx;
	reset_counter = 1'b0;
	end
stp:
	begin
	enable_counter = 1'b0;
	up_counter = 1'bx;
	reset_counter = 1'b0;
	end
waiting:
	begin
	reset_counter = 1'b1;
	enable_counter = 1'b1;
	up_counter = 1'b1;
	end
finish:
	begin
	enable_counter = 1'b0;
	up_counter = 1'bx;
	reset_counter = 1'b0;
	end
default:
	begin
	enable_counter = 1'b0;
	up_counter = 1'bx;
	reset_counter = 1'b0;
	end 
endcase
end
always@(posedge clk)
begin
if(data_in==8'hFD && datak &&packet[15:8]==8'hFB && (current_state ==waiting|| current_state==finish)&&count == 17)
begin
TLP<={8'hFD,packet[159:8]};
{CplD, Cpl, CfgWr1, CfgRd1, CfgWr0, CfgRd0, IOWr, IORd, MWr, MRd}<=decoder_out;
end
else 
begin
TLP<=160'b0;
{CplD, Cpl, CfgWr1, CfgRd1, CfgWr0, CfgRd0, IOWr, IORd, MWr, MRd}<=10'b0;
end
packet<={data_in,packet[159:8]};
end
always@(*)
if(data_in==8'hFD && datak &&packet[15:8]==8'hFB && (current_state ==waiting|| current_state==finish)&&count == 17)
next_tlp_count<=tlp_count+1'b1;
else
next_tlp_count<=tlp_count;
counter#(.width(width))fsmcounter(.clk(clk),.reset(reset_counter),.up(up_counter),.enable(enable_counter),.count(count));
decoder fsmdecoder(packet[39:32] ,decoder_out);
endmodule
module counter #(parameter width = 8)(input reset,input clk,input enable,input up,output [width-1 : 0] count);
reg[width-1 : 0] next_count,current_count;
always @(posedge clk or negedge reset)
begin
if(!reset)current_count <= {width{1'b0}};
else current_count <= next_count;
end
always @(*)
begin
if(enable & up)next_count = current_count+1'b1;
else if (enable & !up)next_count = current_count-1'b1;
else next_count = current_count;
end
assign count = current_count;
endmodule
module decoder (input [7:0] data_in , output reg[9:0] data_out);
always @(*)
begin
data_out = 10'd0;
case(data_in)
8'h00:data_out<=10'd1;
8'h01:data_out<=10'd2;
8'h02:data_out<=10'd4;
8'h42:data_out<=10'd8;
8'h04:data_out<=10'd16;
8'h44:data_out<=10'd32;
8'h05:data_out<=10'd64;
8'h45:data_out<=10'd128;
8'h0a:data_out<=10'd256;
8'h4a:data_out<=10'd512;
default: data_out<=10'd0;
endcase
end
endmodule
[config.mk]
export PLATFORM = sky130hd
export DESIGN_NAME = TLP_Detector
export DESIGN_NICKNAME = TLP_Detector
export VERILOG_FILES = /design/flow/design.v
export SDC_FILE = /design/flow/constraint.sdc
export NUM_CORES = 4
export LEC_CHECK = 1
export CORE_UTILIZATION = 40
[run.sh]
#!/bin/bash
# OpenROAD 26Q1-2900-gdf79404cd8, Yosys 0.63+post, stock flow scripts
make -C /OpenROAD-flow-scripts/flow DESIGN_CONFIG=/design/flow/config.mk WORK_HOME=/design/flow/orfs finish
==> results.cfg <==
; yosys + openroad results
[clock_tree]
cts_tree = built
cts_buffer_depth = 3
path_clk_slew_ns = 0.06
clock_latency_ns = 0.55
post_cts_buffers = 0
hold_buffers = 0
ctsHtreeMaxLevel = 1
cts_sinks = 331
cts_made_buffers = 31
cts-root-buf = clkbuf_16
post_cts_resized = 0

[drt]
antennaDiodeCount = 0
drc_errors = 0
wl_um = 14600
drt-initial-drc-count = 158
viasPerCell = 4.21
drt-wirelength-per-cell_um = 13.1
vias = 4688
dr.pass1.iters = 4
ant_nets = 0

[synth]
ys_seq_share_pct = 78.4
synth_area_um2 = 8560
yosys_warnings = 3
common_cells = dfxtp_1, and2_1, dfrtp_1, inv_1, nand2_1
yosys_area_um2 = 8560
top_cells_by_area = dfxtp_1, and2_1, dfrtp_1, ha_1, buf_6
flop_cell = dfxtp_1
ys_ff = 331
async_reset_ff_share_pct = 4.83
yosysMostFrequentCell = dfxtp_1
ys_cells = 619
synth_cell_types = 46
synth.top_cell.area_share_pct = 73.7
largest_area_cell = dfxtp_1
edf_count = 0
synthCells = 619
synth_area_per_cell_um2 = 13.8

[run_status]
status = completed

[final_timing]
rsz0062_at_grt = false
period_minus_slack_ns = 2.74
setup-tns-final_ns = 0
clock_skew_ns = 0.0235
maxSlewHeadroom_pct = 50.1
setup_viol = 0
setup_slack_ns = 1.26
fin_crit_sh_pct = 68.6
fmaxAchievable_ghz = 0.365
slew_viol_final = 0
tightest_slew_ns = 0.748
final-hold-violation-count = 0

[power_and_ir_drop]
powerDensity_nw_per_um2 = 585
finalPower_mw = 6.82
internal_power_mw = 5.38
power.leakage_nw = 4.75
power_frac_comb_pct = 4.9
switching_power_mw = 1.44
p_clk_share_pct = 43.7
seqPwrFrac_pct = 51.4
switching_share_pct = 21.1
ir_worst_vdd_mv = 0.323

[worst_setup_path]
crit_type = reg -> reg
cp-end-kind = register
cp.arrival_ns = 3.21
worstPathRequired_ns = 4.47
critPathMaxFanout = 23
cp-start-kind = register

[floorplanning]
die-area_um2 = 22000
boundaryPins = 185
fp.dieW_um = 148
initCoreUtil_pct = 40.7
rows = 53
die_h_um = 148
core_um2 = 21000

[place]
dpl_worst_slack_ns = 0.972
dp_hpwl_um = 9540
gp_congestion = 0.829
portBuffers = 183

[final_layout]
area_growth_pct = 36.4
drive_gt1_share_pct = 7.40
fillers = 1661

[run]
tool_warnings = 25
cap_violations = 0

[min_path]
hold_class = reg -> reg

[global_routing]
grt_pass1_vias = 4554
grtUsageTotal_pct = 13.8
antenna_found_initial = 0
grt_pass1_wl_um = 23100
grt_overflow = 0
grt_max_degree = 87
-- critical path, cell delays in order (launching register included) --
cell,delay [ns]
dfrtp_1,0.40
or3_1,0.71
fa_1,0.55
a21o_1,0.21
a31o_2,0.26
a2111oi_0,0.39
nand3b_1,0.16
-- flip-flops by register name (all words and copies together) (netlist names) --
signal / count
CfgRd0: 1
CfgRd1: 1
CfgWr0: 1
CfgWr1: 1
Cpl: 1
CplD: 1
IORd: 1
IOWr: 1
MRd: 1
MWr: 1
TLP: 153
current_state: 4
fsmcounter.current_count: 8
packet: 152
tlp_count: 4
-- logic make-up after synthesis --
kind of cell | Yosys count | synth area share (%)
AND-OR/OR-AND | 28 | 2.21
XOR/XNOR | 6 | 0.614
adder cells (fa/ha/maj) | 8 | 1.26
buffers and inverters | 40 | 2.82
flip-flops | 331 | 78.4
multiplexers | 1 | 0.132
other | 1 | 0.0438
AND/OR/NAND/NOR | 204 | 14.5
-- stage by stage --
stage | area (um^2) | hold WS (ns) | utilization, % | instances
3_3_place_gp | 10600 | 0.327 | 50.3 | 1055
3_5_place_dp | 10600 | 0.329 | 50.3 | 1055
4_1_cts | 11700 | 0.332 | 55.5 | 1113
5_1_grt | 11700 | 0.346 | 55.5 | 1113
6_report | 11700 | 0.323 | 55.5 | 1113
2_1_floorplan | 8560 | 0.323 | - | 620
-- layout by cell type, fill, tap and decap left out, types with 2 or more instances in the layout --
cell	synthesis	layout
a21o_1	3	3
nor2_1	7	7
inv_6	0	2
nand4_1	5	5
ha_1	7	7
clkdlybuf4s50_1	0	183
or4_1	2	2
nor3_1	6	6
inv_1	13	13
or3_1	2	2
clkinv_2	1	5
nor4_1	8	8
inv_4	0	2
clkbuf_16	0	31
o21ai_0	7	7
nand3_1	4	4
dfxtp_1	315	315
conb_1	1	2
a21oi_1	3	3
a211oi_1	5	5
nand2b_1	4	4
nand3b_1	2	2
and3_1	4	4
bufinv_16	0	3
xnor2_1	5	5
dfrtp_1	15	15
clkbuf_1	3	4
and2_1	142	142
nand2_1	11	11
clkbuf_8	0	10
nor3b_1	2	2
a2111oi_0	2	2
nand4b_1	2	2
buf_4	7	2
-- final cells by class --
class | count | area (um^2) | area share [%]
sequential | 331 | 6710 | 57.5
timing repair buffer | 186 | 1870 | 16.0
multi-input combinational | 249 | 1610 | 13.8
clock buffer | 45 | 928 | 7.96
tap | 275 | 344 | 2.95
clock inverter | 13 | 156 | 1.34
inverter | 14 | 53.8 | 0.461
-- per-layer routing --
metal	vias to the layer above	wire length, um	track usage (%)
li1	2358	-	-
met1	2134	6760	20.8
met2	166	6110	19.9
met3	30	1320	4.79
met4	0	391	3.81
met5	-	0	0
-- worst paths after layout --
path / startpoint / endpoint / slack [ns] / cells past startpoint
worst min register to register: packet[96] / packet[88] / 0.32 / 0
max in group asynchronous: current_state[3] / fsmcounter.current_count[2] / 2.57 / 2
min in group asynchronous: reset / tlp_count[1] / 0.53 / 1
worst max-delay path: current_state[3] / fsmcounter.current_count[6] / 1.26 / 6
worst max register to register: current_state[3] / fsmcounter.current_count[6] / 1.26 / 6
worst min-delay path: packet[96] / packet[88] / 0.32 / 0
-- power by group through the flow --
| stage | Combinational [mW] | Sequential (mW) | Clock [mW] |
|---|---|---|---|
| final | 0.334 | 3.51 | 2.98 |
| after global routing | 0.384 | 3.52 | 3.19 |
| after CTS | 0.335 | 3.51 | 3.05 |
Power figures rest on the tool's default switching activity, not on a simulated workload.
